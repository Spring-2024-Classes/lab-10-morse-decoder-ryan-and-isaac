**./run.sh**
```bash
#!/bin/bash
# OpenROAD 26Q1-2900-gdf79404cd8, Yosys 0.63+post, stock flow scripts
make -C /OpenROAD-flow-scripts/flow DESIGN_CONFIG=/design/flow/config.mk WORK_HOME=/design/flow/orfs finish
```
**./design.v**
```verilog
`timescale 1ns / 1ps
module add_3(
input [3:0]A,
output [3:0]S
    );
wire [3:0]pass;
wire [3:0]add;
wire over4 = (A>4);
wire [3:0]fcheck;
wire [3:0] no = 4'bxxxx;
wire over9 = (A>12);
assign pass = A;
assign add = A + 3;
mux_2x1_4bit selectover4(pass,add,over4,fcheck);
mux_2x1_4bit selectover9(fcheck,no,over9,S);
endmodule
`timescale 1ns / 1ps
module bin2bcd(
input [7:0]bin,
output [11:0]bcd
    );
    wire zero;
    assign zero = 1'b0;
    wire [3:0]in1 = {zero,bin[7],bin[6],bin[5]};
    wire [3:0]out1;
    add_3 add1(in1,out1);
    wire [3:0]in2 = {out1[2],out1[1],out1[0],bin[4]};
    wire [3:0]out2;
    add_3 add2(in2,out2);
    wire [3:0]in3 = {out2[2],out2[1],out2[0],bin[3]};
    wire [3:0]out3;
    add_3 add3(in3,out3);
    wire [3:0]in4 = {out3[2],out3[1],out3[0],bin[2]};
    wire [3:0]out4;
    add_3 add4(in4,out4);
    wire [3:0]in5 = {zero,out1[3],out2[3],out3[3]};
    wire [3:0]out5;
    add_3 add5(in5,out5);
    wire [3:0]in6 = {out4[2],out4[1],out4[0],bin[1]};
    wire [3:0]out6;
    add_3 add6(in6,out6);
    wire [3:0]in7 = {out5[2],out5[1],out5[0],out4[3]};
    wire [3:0]out7;
    add_3 add7(in7,out7);
    assign bcd = {
    zero,zero,out5[3],out7[3],
    out7[2],out7[1],out7[0],out6[3],
    out6[2],out6[1],out6[0],bin[0]};
endmodule
`timescale 1ns / 1ps
module mux_2x1_4bit(
input [3:0]Q0,
input [3:0]Q1,
input S,
output [3:0]O
    );
    assign O = S ? Q1 : Q0;
endmodule
```
**./config.mk**
```make
export PLATFORM = sky130hd
export DESIGN_NAME = bin2bcd
export DESIGN_NICKNAME = bin2bcd
export VERILOG_FILES = /design/flow/design.v
export SDC_FILE = /design/flow/constraint.sdc
export NUM_CORES = 4
export LEC_CHECK = 1
export CORE_AREA = 10 10 70 70
export DIE_AREA = 0 0 80 80
```
**./constraint.sdc**
```tcl
current_design bin2bcd

set clk_period 6.9
set clk_io_pct 0.2

create_clock -name clk0 -period $clk_period

set non_clock_inputs [all_inputs -no_clocks]
set_input_delay [expr $clk_period * $clk_io_pct] -clock clk0 $non_clock_inputs
set_output_delay [expr $clk_period * $clk_io_pct] -clock clk0 [all_outputs]
```
==> CHANGELOG.md <==
## Implementation

* Capturing element type of the critical path: primary output
* Reg area at 0 um2
* RSZ-0062 raised after global routing: yes
* Setup TNS at 0 ns
* Cells after Synth at 135
* Fp_density at 27.07%
* Routed Antenna Nets at 0
* Vias in the first global route at 978
* Largest stage delay, worst path at 0.41 ns
* Yosys synthesis chip area at 924.6 um2
* Met3 Use GR at 0.1136%
* CP most frequent cell: ha_2
* Crit start category: primary input
* DR pass1 iterations at 4
* Gpl congestion at 0.8420
* Routed Wire Length at 2.391 mm
* Distinct lib cells used at 52
* F_max at 150.8 MHz
* Vias per cell at 4.738
* Worst hold path type: in2out
* Final setup vio count at 0
* Final hold viol count at 0
* Lkg Pwr at 0.6172 nW
* Grt peak-use layer: met2
* Die ar. at 0.006400 mm2
* Gr ovfl total at 0
* Critical path type: in2out
* Port buffer count at 16
* Syn avg cell area at 6.849 um2
* WL per Instance at 10.63 um
* Top delay family on crit path: AND-OR/OR-AND gates
* Max_cap viols at 0
* First-pass GRT wire length at 4.195 mm
* Flop count at 0
* CP bufs+invs at 7
* Detailed router's first-iteration violation count at 60
* DR vias at 1,066
* Worst-path fanout max at 6
* Worst path required time at 5.52 ns
* Initial antenna violation count at 0
* Largest net degree at the start of global routing at 12
* ANT cells at 0
* Max VDD drop at 0.03778 mV
* Clock buf count at 0
* Inst Count DP at 223
* IO Count at 20
* CP arrival at 5.25 ns
* # Cells Yosys at 135
* Cycle use final at 96.13%
* Die height at 80 um
* Layout cells sized above 1 at 41.34%
* Design Area, Final at 0.001463 mm2
* Die Width at 80 um
* Yosys warns at 0
* Met2 usage at 11.80%
* Total global-route track usage at 7.389%
* # rows at 21
* Max Slew Vio Count at 0
* Overall power at 0.2032 mW
* Post-Synthesis Cell Area at 924.6 um2
* Status: finished, final reports clean
* Seq share, synth at 0%
* Pwr dens at 138.9 mW/mm2
* CTS Hold Bufs at 0
* Total core area at 0.003416 mm2
* Area grow syn2layout at 58.19%
* Dpl cell area at 0.001336 mm2
* Min cycle time layout at 6.633 ns
* Layout Cells excl Fill at 225
* Remaining DRCs at 0
* Worst path slowest cell: clkdlybuf4s50_1
* Grt met1 use at 11.34%
* Util after Layout at 42.82%
* Dpl hpwl at 1.912 mm
* Tool warnings at 36
area by class of cell:
cell class	count	area (um2)
Fill cell	350	1953
Inverter	12	45.04
Multi-Input combinational cell	115	935.9
Tap cell	46	57.56
Timing Repair Buffer	52	424.2
stage by stage:
stage                     hold slack (ns)  setup WS [ns]
after floorplan                     2.791         0.3307
after global placement              2.760        -0.4007
after detailed placement            2.760        -0.4202
after CTS                           2.760        0.06661
after global routing                2.760       -0.01736
final                               2.760         0.2668
cells in the mapped netlist (2+ instances only):
cell	number	area, um2
inv_1	12	45.04
nor3_1	5	25.02
o21ai_0	8	40.04
a21oi_1	14	70.07
nand2_1	8	30.03
nor2_4	2	22.52
buf_6	2	22.52
o211ai_1	2	15.01
o31ai_1	2	15.01
nand3_1	6	30.03
nor3_2	2	20.02
nand2b_1	4	25.02
xnor2_1	4	35.03
ha_1	7	87.58
o21ai_1	5	25.02
mux2i_1	2	20.02
nor2_1	11	41.29
clkbuf_1	2	7.510
buf_4	4	30.03
routing by layer:
metal	routed length [um]	part of all wire, %
met1	1290	54
met2	1031	43
met3	69	2.9
met4	0	0
met5	0	0
worst paths after layout:
kind    from      to  slack [ns]  depth (start not counted)
max   bin[5]  bcd[2]        0.27                         26
min   bin[0]  bcd[0]        2.76                          0
placed cells by master (no fill, tap or decap), types with 5 or more instances in the layout:
master	netlist	final
buf_4	4	36
nor2_1	11	8
nand2_1	8	8
nor3_1	5	5
o21ai_1	5	6
o21ai_0	8	5
nand3_1	6	6
inv_1	12	10
clkdlybuf4s50_1	0	14
a21oi_1	14	12
report_power, final:
| group | internal [mW] | switching (mW) |
|---|---|---|
| Sequential | 0 | 0 |
| Combinational | 0.116 | 0.0871 |
| Clock | 0 | 0 |
repair_timing:
| action | CTS | global route |
|---|---|---|
| endpoints found under the setup margin | 2 | 4 |
| buffers inserted | 2 | 0 |
| resized | 14 | 19 |
| pin swaps | 12 | 16 |
kinds of logic (layout without fill, tap and decap cells):
logic type | Yosys count | count (layout) | synth area share, %
AOI/OAI and AO/OA | 48 | 48 | 37.48
xor gates and xnor gates | 6 | 6 | 6.496
adders and majority gates | 8 | 8 | 10.69
buffers and inverters | 21 | 64 | 11.91
muxes | 3 | 3 | 3.789
other | 1 | 2 | 0.4056
and+or+nand+nor | 48 | 48 | 29.23
No activity file was given, so power comes from the tool's default toggle rates.
