`./config.mk`:
```
export PLATFORM = sky130hd
export DESIGN_NAME = fifo
export DESIGN_NICKNAME = fifo
export VERILOG_FILES = /design/flow/design.v
export SDC_FILE = /design/flow/constraint.sdc
export NUM_CORES = 4
export LEC_CHECK = 1
export CORE_UTILIZATION = 50
```
`./constraint.sdc`:
```
current_design fifo

set clk_period 4.7
set clk_io_pct 0.2

create_clock -name clk0 -period $clk_period [get_ports {clk}]

set non_clock_inputs [all_inputs -no_clocks]
set_input_delay [expr $clk_period * $clk_io_pct] -clock clk0 $non_clock_inputs
set_output_delay [expr $clk_period * $clk_io_pct] -clock clk0 [all_outputs]
```
`./design.v`:
```
module fifo(
    input clk,
    input we,
    input re,
    input [7:0] din,
    output reg [7:0] dout,
    output empty,
    output full
);
parameter FIFO_DEPTH = 16;  
parameter ADDR_WIDTH = 4;  
reg [7:0] fifo_mem[FIFO_DEPTH-1:0];
reg [ADDR_WIDTH-1:0] w_ptr, r_ptr; 
reg [ADDR_WIDTH:0] count;       
assign empty = (count == 0);
assign full = (count == FIFO_DEPTH);
always @(posedge clk) begin
    if (we && !full) begin
        fifo_mem[w_ptr] <= din;
        w_ptr <= w_ptr + 1;
        count <= count + 1;
    end
    if (re && !empty) begin
        dout <= fifo_mem[r_ptr];
        r_ptr <= r_ptr + 1;
        count <= count - 1;
    end
end
initial begin
    w_ptr = 0;
    r_ptr = 0;
    count = 0;
end
endmodule
```
`./run.sh`:
```
#!/bin/bash
# OpenROAD 26Q1-2900-gdf79404cd8, Yosys 0.63+post, stock flow scripts
make -C /OpenROAD-flow-scripts/flow DESIGN_CONFIG=/design/flow/config.mk WORK_HOME=/design/flow/orfs finish
```
==> results_slide.txt <==
Synthesis and Place & Route Summary

Critical path
  • Cell depth of the worst flop-to-flop path: 8
  • Required @ worst endpoint: 3.76 ns
  • Critical path arrival: 2.12 ns
  • Worst-path fanout max: 4
  • CP Buf/Inv Count: 1
  • Slowest cell on the critical path: nor4_1
  • CP Launch Type: register
  • Worst-path cell chain: nor4_1 -> nor2b_1 -> clkdlybuf4s50_1
  • CP Depth: 3
  • Cell family with most CP delay: simple AND/OR/NAND/NOR gates
  • Critical Path Max Stage Delay: 0.59 ns
  • Endpoint class of the critical path: primary output
  • Crit Path Class: register to primary output
  • R2r setup slk: 1.78 ns

Logic synthesis
  • Synth Area in Adders: 0.0203
  • Top cells by area: edfxtp_1, mux4_2, mux4_1, a22oi_1, ha_1
  • Mux frac, synth: 0.127
  • EDFF count, synth: 149
  • Area leader share: 0.756
  • FFs w/ async S/R, synth: 0
  • Synth warnings: 1
  • And+or+nand+nor area frac: 0.0353
  • Top comb family, area: multiplexers
  • Post-Syn Instances: 292
  • Most common cell in the synthesized netlist: edfxtp_1
  • Seq share, synth: 0.756
  • AO/OA Area Share: 0.0273
  • # Cells Yosys: 292
  • Yosys chip area: 5920 um^2
  • Number of unique standard cell types used by synthesis: 30
  • Yosys xor share: 0.0104
  • Cell Area, Synth: 5920 um^2
  • Most frequent cells after synthesis: edfxtp_1, mux4_2, nor2_1, a22oi_1, nand2_1
  • Area leader, netlist: edfxtp_1
  • Leading register cell type out of synthesis: edfxtp_1
  • Synth flops: 149
  • Avg Cell Area, Syn: 20.3 um^2

Drt
  • Final wirelength: 11200 um
  • DR WL/cell: 23.4 um
  • Via density: 5.86
  • Final antenna-violating net count: 0
  • Antenna Cells: 0
  • Initial DRC Count: 214
  • Remaining routing DRC violations: 0
  • Vias post-DR: 2808
  • TritonRoute pass-1 iters: 4

Power and ir drop
  • Peak supply drop: 0.000412 V
  • Sequential Power Share: 0.492
  • Sw power: 0.830 mW
  • Power Density: 500 nW/um^2
  • Combinational Power Share: 0.147
  • Clock power share: 0.362
  • Leakage Power: 2.26 nW
  • Internal power: 2.57 mW
  • Switching Share: 0.244

Clock network
  • Clk sinks: 149
  • Htree depth: 4
  • Post-CTS Setup Repair Bufs: 0
  • Clock root buffer: clkbuf_16
  • Clk latency late pin: 0.41 ns
  • Post-cts sizing count: 0
  • Reg clk slew, reported paths: 0.05 ns
  • CTS tree: done
  • Clk buf depth: 2
  • Hold-fix buffers, CTS: 0
  • Num CTS Buffers: 17

STA
  • Endpoints failing setup: 0
  • Slew headroom: 0.487
  • RSZ-0062 raised after global routing: no
  • Fin. max-slew vios: 0
  • Ratio of final minimum period to clock period: 0.651
  • Clk_skew: 0.00719 ns
  • Final Hold Fails: 0
  • Post-route setup TNS: 0 ns
  • Final Critical Period: 3.06 ns
  • Tightest Pin Transition: 0.766 ns
  • Max Freq: 0.327 GHz
  • Hold Worst Slack: 0.642 ns

Job
  • Tool Warnings: 28
  • MaxCap Viol Count: 0

Placed design
  • Port Buffer Count: 20
  • Routability cong.: 0.812
  • DPL Wire Length: 7290 um

Floorplan
  • Row cnt: 39
  • Fp_density: 0.516
  • Chip area: 12300 um^2
  • IO Pins: 21
  • Die W: 111 um
  • Die Span Y: 111 um
  • Core area: 11500 um^2

Global route
  • Vias in the first global route: 2995
  • Gr ovfl total: 0
  • First-pass GRT wire length: 17600 um
  • Largest net degree at the start of global routing: 36
  • Gr usage total: 0.222
  • Initial antenna violation count: 1

Cells and area
  • Area Overhead vs Synth: 14.8%
  • Share of cells above drive strength 1: 0.170
  • FILL cells: 815

Worst hold path
  • Hold path cells: 1
  • Hold Path Class: register to register

Outcome
  • Status: finished, final reports clean
## final cells by class
cell class                 instances  area (um^2)  area share
clock buffer                      21          440      0.0648
clock inverter                    11          104      0.0153
inverter                          10         37.5     0.00553
multi-input combinational        118         1310       0.192
sequential                       149         4470       0.659
tap                              143          179      0.0263
timing repair buffer              27          253      0.0372
## worst paths after layout
| path | from | endpoint |
|---|---|---|
| worst max register to register | count[1] | count[4] |
| worst min-delay path | count[0] | count[0] |
| worst min register to register | count[0] | count[0] |
| worst max-delay path | count[1] | empty |
## cells by family after synthesis
| logic type | Yosys count |
|---|---|
| mux | 33 |
| xor+xnor | 7 |
| simple gates | 46 |
| buf+inv | 25 |
| flops | 149 |
| compound gates | 23 |
| fa+ha+maj | 9 |
## flip-flops by register name (all words and copies together), names as in the netlist
signal / flops
count: 5
w_ptr: 4
fifo_mem: 128
dout: 8
r_ptr: 4
## per-layer routing
layer,up-vias,part of all wire,global-route usage
li1,1248,-,-
met1,1393,0.40,0.374
met2,146,0.45,0.286
met3,17,0.14,0.150
met4,4,0.011,0.0249
met5,-,0.0056,0.0292
## worst reg2reg max path: cells and delay by family (launching register included)
| family | cells | cell delay [ns] |
|---|---|---|
| XOR/XNOR | 1 | 0.09 |
| flip-flops | 1 | 0.42 |
| buffers and inverters | 1 | 0.32 |
| AND-OR/OR-AND | 2 | 0.37 |
| AND/OR/NAND/NOR | 3 | 1.04 |
| adder cells (fa/ha/maj) | 1 | 0.44 |
## power by group through the flow
| stage | Sequential [mW] | Clock (mW) | Combinational, mW |
|---|---|---|---|
| 4_1_cts | 1.67 | 1.25 | 0.504 |
| 5_1_grt | 1.68 | 1.32 | 0.548 |
| 6_report | 1.67 | 1.23 | 0.498 |
## cells in the final DEF, fill, tap and decap left out, types with 2 or more instances in the layout
master	count
inv_1	10
xnor2_1	4
mux4_2	22
edfxtp_1	149
and2_1	2
inv_6	2
a21oi_1	4
clkdlybuf4s50_1	20
clkinvlp_4	4
buf_4	7
nand3_1	3
xor2_1	3
a22oi_1	14
nand2_1	13
nor3_1	5
nor2b_1	3
clkinv_4	2
mux4_1	9
ha_1	8
nor2_1	15
nand2b_1	3
a21o_1	2
clkbuf_1	4
clkbuf_16	17
## metrics by stage
step / worst slack, ns / util / total power, mW / cells / instance area [um^2]
4_1_cts: 1.61 / 0.592 / 3.43 / 479 / 6790
3_3_place_gp: 1.40 / 0.545 / 2.19 / 447 / 6250
5_1_grt: 1.42 / 0.592 / 3.55 / 479 / 6790
6_report: 1.64 / 0.592 / 3.40 / 479 / 6790
2_1_floorplan: 2.11 / - / 2.02 / 292 / 5920
3_5_place_dp: 1.32 / 0.545 / 2.20 / 447 / 6250
No activity file was given, so power comes from the tool's default toggle rates.
